`/design/flow/run.sh`:
```
#!/bin/bash
# OpenROAD 26Q1-2900-gdf79404cd8, Yosys 0.63+post, stock flow scripts
make -C /OpenROAD-flow-scripts/flow DESIGN_CONFIG=/design/flow/config.mk WORK_HOME=/design/flow/orfs finish
```
`/design/flow/config.mk`:
```
export PLATFORM = sky130hd
export DESIGN_NAME = WatchBase
export DESIGN_NICKNAME = WatchBase
export VERILOG_FILES = /design/flow/design.v
export SDC_FILE = /design/flow/constraint.sdc
export NUM_CORES = 4
export LEC_CHECK = 1
export CORE_UTILIZATION = 50
```
`/design/flow/constraint.sdc`:
```
current_design WatchBase

set clk_period 1.0
set clk_io_pct 0.2

create_clock -name clk0 -period $clk_period [get_ports {clk}]

set non_clock_inputs [all_inputs -no_clocks]
set_input_delay [expr $clk_period * $clk_io_pct] -clock clk0 $non_clock_inputs
set_output_delay [expr $clk_period * $clk_io_pct] -clock clk0 [all_outputs]
```
`/design/flow/design.v`:
```
module UART_Rx #(
    parameter int FPGA_clk_freq = 50000000,
    parameter int baudrate = 115200
) (
    input logic         clk,  
    input logic         rst,
    input logic         i_RX_Serial,  
    output logic        o_RX_DV,  
    output logic [7:0]  o_RX_Byte  
);
localparam int CLKS_PER_BIT = FPGA_clk_freq / baudrate;
typedef enum logic [2:0] {
    IDLE,
    START_BIT,
    DATA_BITS,
    STOP_BIT,
    CLEANUP,
    XXX
} state_t;
state_t state_r = IDLE;
logic [$clog2(CLKS_PER_BIT):0] Clock_Count_r = '0;  
logic [2:0] Bit_Index_r = '0;  
logic [7:0] RX_Byte_r = '0;  
logic       RX_DV_r = 1'b0;  
logic [$clog2(CLKS_PER_BIT*12):0] timeout_counter = 0;
logic timeout;
always_ff @(posedge clk) begin
    if (rst || state_r == IDLE) begin
        timeout_counter <= 0;
        timeout <= 1'b0;
    end else begin
        if (timeout_counter < CLKS_PER_BIT*12)   
            timeout_counter <= timeout_counter + 1;
        else
            timeout <= 1'b1;
    end
end
always_ff @(posedge clk) begin
    if(rst) begin
        state_r <= IDLE;
        Clock_Count_r <= '0;
        Bit_Index_r <= '0;
        RX_Byte_r <= '0;
        RX_DV_r <= 1'b0;
    end else begin
        case(state_r)
            IDLE: begin  
                RX_DV_r <= 1'b0;
                Clock_Count_r <= '0;
                Bit_Index_r <= '0;
                if(i_RX_Serial == 1'b0) state_r <= START_BIT;  
            end  
            START_BIT: begin  
                if(Clock_Count_r == (CLKS_PER_BIT-1)/2) begin
                    if(i_RX_Serial == 1'b0) begin  
                        Clock_Count_r <= '0;  
                        state_r <= DATA_BITS;
                    end else state_r <= IDLE;  
                end else begin
                    Clock_Count_r <= Clock_Count_r + 1'b1;  
                end
            end  
            DATA_BITS: begin  
                if(Clock_Count_r < CLKS_PER_BIT-1) begin  
                    Clock_Count_r <= Clock_Count_r + 1'b1;
                end else begin  
                    Clock_Count_r <= '0;
                    RX_Byte_r[Bit_Index_r] <= i_RX_Serial;
                    if(Bit_Index_r < 7) begin
                        Bit_Index_r <= Bit_Index_r + 1'b1;
                    end else begin
                        Bit_Index_r <= '0;
                        state_r <= STOP_BIT;
                    end
                end
            end  
            STOP_BIT: begin  
                if(Clock_Count_r < CLKS_PER_BIT-1) begin
                    Clock_Count_r <= Clock_Count_r + 1'b1;
                end else begin
                    Clock_Count_r <= '0;
                    if(i_RX_Serial == 1'b1) begin  
                        RX_DV_r <= 1'b1;
                        state_r <= CLEANUP;
                    end else state_r <= IDLE;  
                end
            end
            CLEANUP: begin
                RX_DV_r <= 1'b0;  
                state_r <= IDLE;
            end
            XXX: begin
                state_r <= XXX;
            end
            default: state_r <= IDLE;
        endcase
        if (timeout) begin
            Clock_Count_r <= 0;
            Bit_Index_r <= 0;
            RX_DV_r <= 1'b0;
            state_r <= IDLE;
        end
    end
end
assign o_RX_DV = RX_DV_r;
assign o_RX_Byte = RX_Byte_r;
endmodule  
module UART_Tx #(
    parameter int FPGA_clk_freq = 50000000,
    parameter int baudrate = 115200
) (
    input logic         clk,
    input logic         rst,
    input logic         i_TX_DV,
    input logic [7:0]   i_TX_Byte,
    output logic        o_TX_Active,
    output logic        o_TX_Serial,
    output logic        o_TX_Done
);
localparam int CLKS_PER_BIT = FPGA_clk_freq / baudrate;
typedef enum logic [2:0] {
    IDLE,
    START_BIT,
    DATA_BITS,
    STOP_BIT,
    CLEANUP,
    XXX
} state_t;
state_t state_r = IDLE;
logic [$clog2(CLKS_PER_BIT):0] Clock_Count_r = '0;
logic [2:0] Bit_Index_r = '0;
logic [7:0] TX_Data_r = '0;
logic       TX_Active_r = 1'b0;
logic       TX_Done_r = 1'b0;
always_ff @(posedge clk) begin
    if(rst) begin
        state_r <= IDLE;
        Clock_Count_r <= '0;
        Bit_Index_r <= '0;
        TX_Data_r <= '0;
        TX_Active_r <= 1'b0;
        TX_Done_r <= 1'b0;
    end else begin
        case(state_r)
            IDLE: begin
                o_TX_Serial <= 1'b1;  
                TX_Done_r <= 1'b0;
                Clock_Count_r <= '0;
                Bit_Index_r <= '0;
                if(i_TX_DV) begin
                    TX_Active_r <= 1'b1;
                    TX_Data_r <= i_TX_Byte;  
                    state_r <= START_BIT;
                end
            end
            START_BIT: begin
                o_TX_Serial <= 1'b0;  
                if(Clock_Count_r < CLKS_PER_BIT - 1) Clock_Count_r <= Clock_Count_r + 1;
                else begin
                    Clock_Count_r <= '0;
                    state_r <= DATA_BITS;
                end
            end
            DATA_BITS: begin
                o_TX_Serial <= TX_Data_r[Bit_Index_r];  
                if(Clock_Count_r < CLKS_PER_BIT - 1) Clock_Count_r <= Clock_Count_r + 1;  
                else begin
                    Clock_Count_r <= '0;
                    if(Bit_Index_r < 7) Bit_Index_r <= Bit_Index_r + 1;  
                    else begin
                        Bit_Index_r <= '0;  
                        state_r <= STOP_BIT;  
                    end
                end
            end
            STOP_BIT: begin
                o_TX_Serial <= 1'b1;  
                if(Clock_Count_r < CLKS_PER_BIT - 1) Clock_Count_r <= Clock_Count_r + 1;
                else begin
                    Clock_Count_r <= '0;
                    TX_Done_r <= 1'b1;  
                    TX_Active_r <= 1'b0;  
                    state_r <= CLEANUP;  
                end
            end
            CLEANUP: begin  
                state_r <= IDLE;
            end
            XXX: state_r <= XXX;
            default: state_r <= IDLE;
        endcase
    end
end
assign o_TX_Active = TX_Active_r;
assign o_TX_Done = TX_Done_r;
endmodule
module WatchBase #(
    parameter int FPGA_clk_freq = 50000000,
    parameter int baudrate = 115200,
    parameter int WIDTH = 8,
    parameter int DEPTH = 4
) (
    input logic         clk,
    input logic         rst,
    input logic         i_RX_Serial,
    output logic        UART_Line,
    output logic o_TX_Serial,
    output logic o_TX_Done
);
logic             fifo_rst;
logic             full;
logic             wr_en;
logic [WIDTH-1:0] wr_data;
logic             empty;
logic             rd_en;
logic [WIDTH-1:0] rd_data;
logic            o_TX_Active;
assign UART_Line = o_TX_Active ? o_TX_Serial : 1'b1;  
UART_Rx #(
    .FPGA_clk_freq(FPGA_clk_freq),
    .baudrate(baudrate)) UART_RX_INST_l
    (
        .clk(clk),
        .rst(rst),
        .i_RX_Serial(i_RX_Serial),
        .o_RX_DV(wr_en),
        .o_RX_Byte(wr_data)
    );
fifo #(
    .WIDTH(WIDTH),
    .DEPTH(DEPTH)
) FIFO_INST_l (
    .clk(clk),
    .rst(fifo_rst),
    .full(full),
    .wr_en(wr_en),
    .wr_data(wr_data),
    .empty(empty),
    .rd_en(rd_en),
    .rd_data(rd_data)
);
UART_Tx #(
    .FPGA_clk_freq(FPGA_clk_freq),
    .baudrate(baudrate)) UART_TX_INST_l
    (
        .clk(clk),
        .rst(rst),
        .i_TX_DV(rd_en),  
        .i_TX_Byte(rd_data),
        .o_TX_Active(o_TX_Active),
        .o_TX_Serial(o_TX_Serial),
        .o_TX_Done(o_TX_Done)  
    );
typedef enum logic [2:0] {
    IDLE,
    TRANSMIT,
    STOP,
    XXX
} state_t;
state_t state_r = IDLE;
always_ff @(posedge clk or posedge rst) begin
    if (rst) begin
        rd_en <= 1'b0;
        state_r <= IDLE;
        fifo_rst <= 1'b1;
    end else begin
        case(state_r)
            IDLE : begin
                if(full) state_r <= TRANSMIT;
            end
            TRANSMIT : begin
                if(!empty) begin
                    rd_en <= 1'b1;
                end else begin
                    rd_en <= 1'b0;
                    state_r <= STOP;
                end
            end
            STOP : begin
                fifo_rst <= 1'b1;
                if(empty) begin
                    fifo_rst <= 1'b0;
                    state_r <= IDLE;
                end
            end
        endcase
    end
end
endmodule
module fifo #(
    parameter int WIDTH = 8,
    parameter int DEPTH = 4
) (
    input  logic             clk,
    input  logic             rst,
    output logic             full,
    input  logic             wr_en,
    input  logic [WIDTH-1:0] wr_data,
    output logic             empty,
    input  logic             rd_en,
    output logic [WIDTH-1:0] rd_data
);
    logic [WIDTH-1:0] ram[DEPTH];
    logic valid_wr, valid_rd;
    localparam int ADDR_WIDTH = $clog2(DEPTH) + 1;
    logic [ADDR_WIDTH-1:0] wr_addr_r, rd_addr_r;
    always_ff @(posedge clk) begin
        if (valid_wr) ram[wr_addr_r[ADDR_WIDTH-2:0]] <= wr_data;
        rd_data <= ram[rd_addr_r[ADDR_WIDTH-2:0]];
    end
    always_ff @(posedge clk or posedge rst) begin
        if (rst) begin
            rd_addr_r <= '0;
            wr_addr_r <= '0;
        end else begin
            if (valid_wr) wr_addr_r <= wr_addr_r + 1'b1;
            if (valid_rd) rd_addr_r <= rd_addr_r + 1'b1;
        end
    end
    assign valid_wr = wr_en && !full;
    assign valid_rd = rd_en && !empty;
    assign full = rd_addr_r[ADDR_WIDTH-2:0] == wr_addr_r[ADDR_WIDTH-2:0] && rd_addr_r[ADDR_WIDTH-1] != wr_addr_r[ADDR_WIDTH-1];
    assign empty = rd_addr_r == wr_addr_r;
endmodule
```
==> run notes <==
fresh numbers from the pnr run: status complete, but fails checks, failing checks negative setup slack, fin. max-slew vios 0, vias in the first global route 4095, Netlist cell types 62, Clock transition at path regs 0.06 ns, die y size 103.9 um, Num CTS Buffers 17, GRT busiest layer met2, largest net degree at the start of global routing 17, first-pass GRT wire length 18730 um, fin crit period 1.764 ns, critical path type reg -> reg, Synth flops 117, clk buf depth 2, Initial DRT Pass Iterations 4, Final GP Congestion 0.8236, cell count after synthesis 485, WP data required 1.45 ns, drt total wl 11250 um, Hold WC Path Type reg -> async, pwr dens 1430 mW/mm^2, Overflow after GRT 0, Peak VDD IR 0.001106 V, # IOs 6, Avg WL per Cell 14.65 um, Rows 36, critical path endpoint category flop, YS chip area 0.005194 mm^2, OpenROAD warning count 40, CTS tree yes, reg2reg path depth 5, post-placement cell area 0.006480 mm^2, ys flop type dfxtp_1, Mapped Area 0.005194 mm^2, antenna cells 0, Synth Seq Share 0.5245, Port Buffer Count 5, CTS root buffer clkbuf_8, Layout area overhead 45.99%, worst path arrival time 2.22 ns, final instance area 0.007582 mm^2, Routed Antenna Nets 0, critical path fanouts, max 4, global-route total usage across every layer 0.2240, GRT met2 Usage 0.3571, dpl ws -0.7576 ns, final setup vio count 120, met1 Track Usage GR 0.3286, Layout fillers 612, initial antenna violation count 0, clock skew 0.008031 ns, Hold Vio Cnt, Final 0, met3 Resource Use GR 0.06126, Hold Slack 0.1809 ns, syn_area_per_cell 10.71 um^2, worst-margin pin slew 0.3681 ns, maxcap violations 0, DP HPWL 7129 um, Via Count 4029, synth warn 4, core footprint 0.009910 mm^2, share of layout cells above drive strength 1 0.4709, H-tree levels 4, async set-reset flop share out of synthesis 0.08547, RSZ-0062 raised after global routing true, drt initial violations 186, FMAX 566.9 MHz, DRC viols 0, vias per cell 5.246, cts hold-fix bufs 0, crit path launch type flop, leakage 2.954 nW, count of library flops with an enable pin 33, Final WS setup -0.7641 ns, Period Utilization, post-route 1.764, clock sinks 117, fp util 0.5241, total design power 10.84 mW, DIE WIDTH 103.9 um, Insertion Delay late pin 0.52 ns, ys cells 485, max_slew headroom 0.7537, chip area 0.01080 mm^2
-- cells by family (layout without fill, tap and decap cells) --
| family | count (synthesis) | count (layout) | synth area share |
|---|---|---|---|
| XOR/XNOR | 33 | 33 | 0.05565 |
| AND/OR/NAND/NOR | 179 | 181 | 0.1747 |
| buffers and inverters | 37 | 185 | 0.02698 |
| AND-OR/OR-AND | 80 | 80 | 0.1084 |
| adder cells (fa/ha/maj) | 20 | 20 | 0.04818 |
| multiplexers | 19 | 19 | 0.06167 |
| flip-flops | 117 | 117 | 0.5245 |
-- worst paths after layout --
check,endpoint,start,slack (ns)
max,UART_RX_INST_l.timeout_counter[11],UART_RX_INST_l.timeout_counter[9],-0.76
min,FIFO_INST_l.rd_addr_r[2],fifo_rst,0.18
max reg2reg,UART_RX_INST_l.timeout_counter[11],UART_RX_INST_l.timeout_counter[9],-0.76
min reg2reg,FIFO_INST_l.rd_addr_r[2],fifo_rst,0.18
max in group asynchronous,fifo_rst,rst,0.32
min in group clk0,UART_TX_INST_l.TX_Data_r[6],FIFO_INST_l.rd_data[6],0.44
-- routing by layer --
layer  up-vias  part of all wire
met4         0            0.0093
met2        56              0.48
met3        10             0.036
li1       2023                 -
met1      1940              0.47
met5         -                 0
-- cell usage after synthesis, drive strengths merged (7+ instances only) --
cell	count	area, um^2
nor2	53	203.9
a21oi	24	120.1
a32o	7	70.07
clkbuf	13	48.80
a31oi	7	43.79
nand2	38	142.6
o21ai	13	65.06
and3	13	82.58
edfxtp	33	991.0
xnor2	8	70.07
xor2	25	219.0
ha	20	250.2
nor3	11	60.06
inv	21	78.83
mux4	10	225.2
nand3	17	85.08
dfxtp	74	1481
dfrtp	9	225.2
-- power by group --
| part | leakage [nW] | switching, mW | internal, mW | total, mW |
|---|---|---|---|---|
| clock network | 0.264 | 2.32 | 3.35 | 5.67 |
| logic | 1.73 | 0.171 | 0.142 | 0.313 |
| registers | 0.965 | 0.00786 | 4.85 | 4.86 |
| total | 2.95 | 2.50 | 8.34 | 10.8 |
-- stage by stage --
step | TNS (ns) | util | instances
floorplan | -44.71 | - | 485
global placement | -54.84 | 0.6539 | 719
detailed placement | -55.73 | 0.6539 | 719
CTS | -50.64 | 0.7405 | 758
global route | -57.23 | 0.7652 | 768
finish | -50.27 | 0.7652 | 768
-- critical path: stages, from the launching register on --
cell,delay (ns)
dfxtp_2,0.32
or4_4,0.54
a211oi_4,0.27
o211ai_2,0.14
or3_1,0.31
a21oi_1,0.12
-- cells in the final DEF (no fill, tap or decap), drive strengths merged, types with 7 or more instances in the layout --
cell type / n
dfrtp: 9
and3: 14
a31oi: 7
nor3: 11
buf: 129
mux4: 10
nand3: 17
a32o: 7
nand2: 38
a21oi: 24
inv: 27
nor2: 53
edfxtp: 33
ha: 20
o21ai: 13
xnor2: 8
clkbuf: 18
dfxtp: 74
xor2: 25
-- area by class of cell --
cell class / count / area (um^2) / area share
sequential: 117 / 2763 / 0.3644
timing repair buffer: 132 / 1127 / 0.1487
clock buffer: 17 / 414.1 / 0.05462
inverter: 21 / 86.33 / 0.01139
tap: 133 / 166.4 / 0.02195
clock inverter: 15 / 146.4 / 0.01931
multi-input combinational: 333 / 2879 / 0.3797
-- registers in the layout, indices dropped and copies added (netlist names), 2 cells and up --
register and cells:
UART_TX_INST_l.TX_Data_r 8, FIFO_INST_l.rd_data 8, UART_RX_INST_l.timeout_counter 14, FIFO_INST_l.rd_addr_r 3, UART_TX_INST_l.Clock_Count_r 10, UART_RX_INST_l.RX_Byte_r 8, state_r 2, FIFO_INST_l.ram 32
UART_TX_INST_l.Bit_Index_r 3, UART_TX_INST_l.state_r 3, FIFO_INST_l.wr_addr_r 3, UART_RX_INST_l.Clock_Count_r 10, UART_RX_INST_l.state_r 3, UART_RX_INST_l.Bit_Index_r 3
-- repair_timing --
item / 4_1_cts / 5_1_grt
resized: 72 / 42
gates cloned: 2 / 1
buffers inserted: 7 / 11
pin swaps: 48 / 25
endpoints found under the setup margin: 120 / 120
Power is estimated from default activity; no workload was simulated.
