==> design.v <==
module BCD_conv ( 
    input logic [3:0] number_in,
    output logic [6:0] number_out   
);
always_comb begin
    unique case(number_in)
    4'b0000 : number_out = 7'b1000000;
    4'b0001 : number_out = 7'b1111001;
    4'b0010 : number_out = 7'b0100100;
    4'b0011 : number_out = 7'b0110000;
    4'b0100 : number_out = 7'b0011001;
    4'b0110 : number_out = 7'b0000010;
    4'b0101 : number_out = 7'b0010010;
    4'b0111 : number_out = 7'b1111000;
    4'b1000 : number_out = 7'b0000000;
    4'b1001 : number_out = 7'b0010000;
    4'b1010 : number_out = 7'b0001000;
    4'b1011 : number_out = 7'b0000011;
    4'b1100 : number_out = 7'b1000110;
    4'b1101 : number_out = 7'b0100001;
    4'b1110 : number_out = 7'b0000110;
    4'b1111 : number_out = 7'b0001110;
    endcase
end
endmodule
module UART_Tx #(
    parameter int FPGA_clk_freq = 50000000,
    parameter int baudrate = 115200
) (
    input logic         clk,
    input logic         rst,
    input logic         i_TX_DV,
    input logic [7:0]   i_TX_Byte,
    output logic        o_TX_Active,
    output logic        o_TX_Serial,
    output logic        o_TX_Done
);
localparam int CLKS_PER_BIT = FPGA_clk_freq / baudrate;
typedef enum logic [2:0] {
    IDLE,
    START_BIT,
    DATA_BITS,
    STOP_BIT,
    CLEANUP,
    XXX
} state_t;
state_t state_r = IDLE;
logic [$clog2(CLKS_PER_BIT):0] Clock_Count_r = '0;
logic [2:0] Bit_Index_r = '0;
logic [7:0] TX_Data_r = '0;
logic       TX_Active_r = 1'b0;
logic       TX_Done_r = 1'b0;
always_ff @(posedge clk) begin
    if(rst) begin
        state_r <= IDLE;
        Clock_Count_r <= '0;
        Bit_Index_r <= '0;
        TX_Data_r <= '0;
        TX_Active_r <= 1'b0;
        TX_Done_r <= 1'b0;
    end else begin
        case(state_r)
            IDLE: begin
                o_TX_Serial <= 1'b1;  
                TX_Done_r <= 1'b0;
                Clock_Count_r <= '0;
                Bit_Index_r <= '0;
                if(i_TX_DV) begin
                    TX_Active_r <= 1'b1;
                    TX_Data_r <= i_TX_Byte;  
                    state_r <= START_BIT;
                end
            end
            START_BIT: begin
                o_TX_Serial <= 1'b0;  
                if(Clock_Count_r < CLKS_PER_BIT - 1) Clock_Count_r <= Clock_Count_r + 1;
                else begin
                    Clock_Count_r <= '0;
                    state_r <= DATA_BITS;
                end
            end
            DATA_BITS: begin
                o_TX_Serial <= TX_Data_r[Bit_Index_r];  
                if(Clock_Count_r < CLKS_PER_BIT - 1) Clock_Count_r <= Clock_Count_r + 1;  
                else begin
                    Clock_Count_r <= '0;
                    if(Bit_Index_r < 7) Bit_Index_r <= Bit_Index_r + 1;  
                    else begin
                        Bit_Index_r <= '0;  
                        state_r <= STOP_BIT;  
                    end
                end
            end
            STOP_BIT: begin
                o_TX_Serial <= 1'b1;  
                if(Clock_Count_r < CLKS_PER_BIT - 1) Clock_Count_r <= Clock_Count_r + 1;
                else begin
                    Clock_Count_r <= '0;
                    TX_Done_r <= 1'b1;  
                    TX_Active_r <= 1'b0;  
                    state_r <= CLEANUP;  
                end
            end
            CLEANUP: begin  
                state_r <= IDLE;
            end
            XXX: state_r <= XXX;
            default: state_r <= IDLE;
        endcase
    end
end
assign o_TX_Active = TX_Active_r;
assign o_TX_Done = TX_Done_r;
endmodule
module UART_Tx_toplevel (
    input logic         clk,
    input logic         rst,
    input logic         TX_DV,
    input logic [7:0]   TX_Byte,
    output logic        UART_Line,
    output logic        Transmit_Done,
    output logic [6:0]  SSG1,
    output logic [6:0]  SSG2
);
logic TX_Done, TX_Active, TX_Serial;
assign UART_Line = TX_Active ? TX_Serial : 1'b1;
UART_Tx #(
    .CLKS_PER_BIT()) UART_TX_INST_l
    (
        .clk(clk),
        .rst(~rst),
        .i_TX_DV(~TX_DV),
        .i_TX_Byte(TX_Byte),
        .o_TX_Active(TX_Active),
        .o_TX_Serial(TX_Serial),
        .o_TX_Done(Transmit_Done)
    );
BCD_conv SevenSeg0_l(
    .number_in(TX_Byte[7:4]),
    .number_out(SSG2)
);
BCD_conv SevenSeg1_l(
    .number_in(TX_Byte[3:0]),
    .number_out(SSG1)
);
endmodule
==> run.sh <==
#!/bin/bash
# OpenROAD 26Q1-2900-gdf79404cd8, Yosys 0.63+post, stock flow scripts
make -C /OpenROAD-flow-scripts/flow DESIGN_CONFIG=/design/flow/config.mk WORK_HOME=/design/flow/orfs finish
==> config.mk <==
export PLATFORM = sky130hd
export DESIGN_NAME = UART_Tx_toplevel
export DESIGN_NICKNAME = UART_Tx_toplevel
export VERILOG_FILES = /design/flow/design.v
export SDC_FILE = /design/flow/constraint.sdc
export NUM_CORES = 4
export LEC_CHECK = 1
export CORE_UTILIZATION = 30
==> constraint.sdc <==
current_design UART_Tx_toplevel

set clk_period 4.5
set clk_io_pct 0.2

create_clock -name clk0 -period $clk_period [get_ports {clk}]

set non_clock_inputs [all_inputs -no_clocks]
set_input_delay [expr $clk_period * $clk_io_pct] -clock clk0 $non_clock_inputs
set_output_delay [expr $clk_period * $clk_io_pct] -clock clk0 [all_outputs]
==> out/metrics.yaml <==
finish:
  final_design_area_no_fill_um2: 2190
  ff_latch_area_um2: 551
  layout.cells.most_common_list: "sky130_fd_sc_hd__dfxtp_1 (26), sky130_fd_sc_hd__clkdlybuf4s50_1 (26), sky130_fd_sc_hd__nand2_1 (24)"
  logic_area_um2: 1180
  layout.filler_cells: 602
  drive_above_1_share: 0.0484
  area_growth_syn_to_layout_pct: 19.5
global_route:
  grt.total_usage: 0.126
  grt_start_max_net_pins: 27
  grt.busiest_layer: "met1"
  number_of_antenna_violations_at_the_first_check_in_global_routing: 0
  grt_use_met3: 0.0127
  grtUsageMet1: 0.209
  use_met2: 0.185
  grt_first_pass_wirelength_um: 6510
  grt_pass1_vias: 1410
  grt_overflow_total: 0
routing:
  drt_pre_antenna_iters: 4
  antenna_cells: 0
  route.vias.total: 1605
  initialDrtViolationCount: 78
  wl_per_cell_um: 11.5
  ant_nets: 0
  route.detailed.drc: 0
  drt-total-wl_um: 3730
  drt-vias-per-instance: 4.97
die:
  die_h_um: 80.1
  die_x_um: 80.1
  die-area_um2: 6410
  pin_count: 27
  fp_util: 0.311
  core_area_um2: 5890
  placementRows: 28
clock_tree:
  htree_levels: 1
  cts-root-to-sink-buffers: 2
  hold_buffers: 0
  cts_resized: 0
  cts_root_buf: "sky130_fd_sc_hd__clkbuf_8"
  clk_pin_slew_worst_paths_ns: 0.09
  clkLatencyLatePin_ns: 0.27
  cts_setup_buffers: 0
  tritoncts: "yes"
  cts_sinks: 27
  cts_inserted_buffers: 3
placement:
  port_buffers: 26
  place.detailed.hpwl_um: 2630
  place_area_um2: 2140
  finalWeightedCongestion: 0.832
synthesis:
  synth-area-yosys_um2: 1830
  synthFlopType: "sky130_fd_sc_hd__dfxtp_1"
  synth-edff-count: 1
  synth_stat.cells: 230
  synth_seq_share: 0.301
  yosysWarnings: 2
  post_synth_num_cell_types: 39
  synth_async_sr_flop_share: 0
  avgSynthCellArea_um2: 7.95
  syn_area_um2: 1830
  numSynthFlops: 27
  netlist_instances: 230
critical_path:
  critPathRequiredTime_ns: 3.60
  critical_path_arrival_ns: 2.88
  timing.critical_path.to_type: "output port"
  start_kind: "primary input"
  critical_path.max_fanout: 6
  path_class: "in -> out"
timing:
  rsz_0062_raised_after_global_routing: "false"
  worst_slew_pin_slew_ns: 0.785
  final.period_utilization: 0.840
  maximum_clock_frequency_mhz: 264
  final_report_setup_violation_count: 0
  timing.final.hold_violations: 0
  fin_worst_skew_ns: 0.00275
  drv_slew: 0
  fin_tns_setup_ns: 0
  worst_slew_margin_rel: 0.476
  finalWorstPathRequiredPeriod_ns: 3.78
job:
  warnings: 36
  maxCapViolations: 0
power_and_ir_drop:
  power.share.switching: 0.258
  internal_power_w: 0.000365
  pwr-share-comb: 0.204
  total_leakage_power_nw: 0.804
  max-vdd-ir-drop_mv: 0.109
  power_density_nw_per_um2: 225
  total_switching_power_w: 0.000127
  clkPwrFrac: 0.282
  pwr-share-seq: 0.514
hold_path:
  class_of_the_tightest_hold_or_removal_check: "reg -> reg"
status:
  outcome: "complete, no violations"
path summary, 6_finish.rpt:
kind	from	to	slack, ns	cells after the start
hold / removal	UART_TX_INST_l.TX_Data_r[4]	UART_TX_INST_l.TX_Data_r[4]	0.50	2
hold reg to reg	UART_TX_INST_l.TX_Data_r[4]	UART_TX_INST_l.TX_Data_r[4]	0.50	2
setup reg to reg	UART_TX_INST_l.Clock_Count_r[0]	UART_TX_INST_l.state_r[0]	2.60	6
setup / recovery	TX_Byte[1]	SSG1[0]	0.72	7
stage by stage:
step                cells  utilization  setup WS (ns)  hold slack [ns]  power (W)
finish                323        0.371          0.719            0.503   0.000492
global route          323        0.371          0.581            0.542   0.000525
floorplan             230            -           1.88            0.452   0.000313
global placement      319        0.364          0.739            0.471   0.000360
CTS                   323        0.371          0.709            0.506   0.000497
detailed placement    319        0.364          0.714            0.482   0.000359
Yosys cell counts (3+ instances only):
cell type | n | area (µm²)
sky130_fd_sc_hd__a21oi_1 | 13 | 65.1
sky130_fd_sc_hd__a31oi_1 | 7 | 43.8
sky130_fd_sc_hd__and3_1 | 3 | 18.8
sky130_fd_sc_hd__clkbuf_1 | 10 | 37.5
sky130_fd_sc_hd__dfxtp_1 | 26 | 521
sky130_fd_sc_hd__ha_1 | 15 | 188
sky130_fd_sc_hd__inv_1 | 12 | 45.0
sky130_fd_sc_hd__mux2i_1 | 14 | 140
sky130_fd_sc_hd__mux4_2 | 3 | 67.6
sky130_fd_sc_hd__nand2_1 | 24 | 90.1
sky130_fd_sc_hd__nand2b_1 | 6 | 37.5
sky130_fd_sc_hd__nand3_1 | 9 | 45.0
sky130_fd_sc_hd__nand4_1 | 5 | 31.3
sky130_fd_sc_hd__nor2_1 | 22 | 82.6
sky130_fd_sc_hd__nor2b_1 | 5 | 31.3
sky130_fd_sc_hd__nor3_1 | 10 | 50.1
sky130_fd_sc_hd__nor3b_1 | 3 | 22.5
sky130_fd_sc_hd__o21ai_0 | 13 | 65.1
power by group through the flow:
stage,Combinational (W),Clock [W],Sequential [W]
CTS,0.000101,0.000143,0.000253
global route,0.000114,0.000157,0.000254
finish,0.000100,0.000139,0.000253
cell families after synthesis:
logic type	after synthesis	synth area share
xor gates and xnor gates	2	0.00958
buffers and inverters	25	0.0527
and+or+nand+nor	98	0.266
adders and majority gates	15	0.103
muxes	17	0.114
DFF	27	0.301
AOI/OAI and AO/OA	46	0.155
area by class of cell:
type / instances / share of cell area
Multi-Input combinational cell: 178 / 0.541
Sequential cell: 27 / 0.252
Timing Repair Buffer: 27 / 0.122
Tap cell: 75 / 0.0429
Inverter: 12 / 0.0206
Clock buffer: 3 / 0.0189
Clock inverter: 1 / 0.00229
layer usage:
layer	routed length [µm]	vias up
met2	1620	32
li1	-	852
met3	119	2
met5	0	-
met4	14	0
met1	1970	719
worst max-delay path, cell delays in order:
cell                              delay [ns]
sky130_fd_sc_hd__clkdlybuf4s50_1        0.51
sky130_fd_sc_hd__inv_1                  0.16
sky130_fd_sc_hd__ha_1                   0.22
sky130_fd_sc_hd__nor2b_1                0.07
sky130_fd_sc_hd__or3b_2                 0.45
sky130_fd_sc_hd__o21ai_0                0.09
sky130_fd_sc_hd__clkdlybuf4s50_1        0.49
state kept, by name, indices dropped and copies added, names as in the netlist:
| signal | cells |
|---|---|
| UART_TX_INST_l.TX_Active_r | 1 |
| UART_TX_INST_l.o_TX_Serial | 1 |
| UART_TX_INST_l.TX_Done_r | 1 |
| UART_TX_INST_l.TX_Data_r | 8 |
| UART_TX_INST_l.Clock_Count_r | 10 |
| UART_TX_INST_l.Bit_Index_r | 3 |
| UART_TX_INST_l.state_r | 3 |
No activity file was given, so power comes from the tool's default toggle rates.
