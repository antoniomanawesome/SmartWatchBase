==> /design/flow/config.mk <==
export PLATFORM = sky130hd
export DESIGN_NAME = UART_Rx_toplevel
export DESIGN_NICKNAME = UART_Rx_toplevel
export VERILOG_FILES = /design/flow/design.v
export SDC_FILE = /design/flow/constraint.sdc
export NUM_CORES = 4
export LEC_CHECK = 1
export CORE_UTILIZATION = 40
==> /design/flow/constraint.sdc <==
current_design UART_Rx_toplevel

set clk_period 3.8
set clk_io_pct 0.2

create_clock -name clk0 -period $clk_period [get_ports {clk}]

set non_clock_inputs [all_inputs -no_clocks]
set_input_delay [expr $clk_period * $clk_io_pct] -clock clk0 $non_clock_inputs
set_output_delay [expr $clk_period * $clk_io_pct] -clock clk0 [all_outputs]
==> /design/flow/run.sh <==
#!/bin/bash
# OpenROAD 26Q1-2900-gdf79404cd8, Yosys 0.63+post, stock flow scripts
make -C /OpenROAD-flow-scripts/flow DESIGN_CONFIG=/design/flow/config.mk WORK_HOME=/design/flow/orfs finish
==> /design/flow/design.v <==
module BCD_conv ( 
    input logic [3:0] number_in,
    output logic [6:0] number_out   
);
always_comb begin
    unique case(number_in)
    4'b0000 : number_out = 7'b1000000;
    4'b0001 : number_out = 7'b1111001;
    4'b0010 : number_out = 7'b0100100;
    4'b0011 : number_out = 7'b0110000;
    4'b0100 : number_out = 7'b0011001;
    4'b0110 : number_out = 7'b0000010;
    4'b0101 : number_out = 7'b0010010;
    4'b0111 : number_out = 7'b1111000;
    4'b1000 : number_out = 7'b0000000;
    4'b1001 : number_out = 7'b0010000;
    4'b1010 : number_out = 7'b0001000;
    4'b1011 : number_out = 7'b0000011;
    4'b1100 : number_out = 7'b1000110;
    4'b1101 : number_out = 7'b0100001;
    4'b1110 : number_out = 7'b0000110;
    4'b1111 : number_out = 7'b0001110;
    endcase
end
endmodule
module UART_Rx #(
    parameter int FPGA_clk_freq = 50000000,
    parameter int baudrate = 115200
) (
    input logic         clk,  
    input logic         rst,
    input logic         i_RX_Serial,  
    output logic        o_RX_DV,  
    output logic [7:0]  o_RX_Byte  
);
localparam int CLKS_PER_BIT = FPGA_clk_freq / baudrate;
typedef enum logic [2:0] {
    IDLE,
    START_BIT,
    DATA_BITS,
    STOP_BIT,
    CLEANUP,
    XXX
} state_t;
state_t state_r = IDLE;
logic [$clog2(CLKS_PER_BIT):0] Clock_Count_r = '0;  
logic [2:0] Bit_Index_r = '0;  
logic [7:0] RX_Byte_r = '0;  
logic       RX_DV_r = 1'b0;  
logic [$clog2(CLKS_PER_BIT*12):0] timeout_counter = 0;
logic timeout;
always_ff @(posedge clk) begin
    if (rst || state_r == IDLE) begin
        timeout_counter <= 0;
        timeout <= 1'b0;
    end else begin
        if (timeout_counter < CLKS_PER_BIT*12)   
            timeout_counter <= timeout_counter + 1;
        else
            timeout <= 1'b1;
    end
end
always_ff @(posedge clk) begin
    if(rst) begin
        state_r <= IDLE;
        Clock_Count_r <= '0;
        Bit_Index_r <= '0;
        RX_Byte_r <= '0;
        RX_DV_r <= 1'b0;
    end else begin
        case(state_r)
            IDLE: begin  
                RX_DV_r <= 1'b0;
                Clock_Count_r <= '0;
                Bit_Index_r <= '0;
                if(i_RX_Serial == 1'b0) state_r <= START_BIT;  
            end  
            START_BIT: begin  
                if(Clock_Count_r == (CLKS_PER_BIT-1)/2) begin
                    if(i_RX_Serial == 1'b0) begin  
                        Clock_Count_r <= '0;  
                        state_r <= DATA_BITS;
                    end else state_r <= IDLE;  
                end else begin
                    Clock_Count_r <= Clock_Count_r + 1'b1;  
                end
            end  
            DATA_BITS: begin  
                if(Clock_Count_r < CLKS_PER_BIT-1) begin  
                    Clock_Count_r <= Clock_Count_r + 1'b1;
                end else begin  
                    Clock_Count_r <= '0;
                    RX_Byte_r[Bit_Index_r] <= i_RX_Serial;
                    if(Bit_Index_r < 7) begin
                        Bit_Index_r <= Bit_Index_r + 1'b1;
                    end else begin
                        Bit_Index_r <= '0;
                        state_r <= STOP_BIT;
                    end
                end
            end  
            STOP_BIT: begin  
                if(Clock_Count_r < CLKS_PER_BIT-1) begin
                    Clock_Count_r <= Clock_Count_r + 1'b1;
                end else begin
                    Clock_Count_r <= '0;
                    if(i_RX_Serial == 1'b1) begin  
                        RX_DV_r <= 1'b1;
                        state_r <= CLEANUP;
                    end else state_r <= IDLE;  
                end
            end
            CLEANUP: begin
                RX_DV_r <= 1'b0;  
                state_r <= IDLE;
            end
            XXX: begin
                state_r <= XXX;
            end
            default: state_r <= IDLE;
        endcase
        if (timeout) begin
            Clock_Count_r <= 0;
            Bit_Index_r <= 0;
            RX_DV_r <= 1'b0;
            state_r <= IDLE;
        end
    end
end
assign o_RX_DV = RX_DV_r;
assign o_RX_Byte = RX_Byte_r;
endmodule  
module UART_Rx_toplevel (
    input logic         clk,
    input logic         RX_Serial,
    output logic        RX_DV,
    output logic [6:0]  SSG1,
    output logic [6:0]  SSG2,
    output logic [7:0] RX_Byte
);
logic data_valid;
assign RX_DV = ~data_valid;
UART_Rx #(
    .CLKS_PER_BIT()) UART_RX_INST_l
    (
        .clk(clk),
        .rst(1'b0),
        .i_RX_Serial(RX_Serial),
        .o_RX_DV(data_valid),
        .o_RX_Byte(RX_Byte)
    );
BCD_conv SevenSeg0_l(
    .number_in(RX_Byte[7:4]),
    .number_out(SSG2)
);
BCD_conv SevenSeg1_l(
    .number_in(RX_Byte[3:0]),
    .number_out(SSG1)
);
endmodule
==> flow_summary.ini <==
; synthesis and place-and-route metrics
[setup_path]
worstReg2RegStart = UART_RX_INST_l.Clock_Count_r[0]$_SDFFE_PP0P_
worst_setup_path_end_kind = output port
start_kind = flip-flop
crit_path_max_fanout = 7
worst_ep_arrival_time_ps = 2250
reg2regPathDepth = 6
critical_path.cell_chain = inv_1 -> ha_1 -> nor2b_1 -> or3b_2 -> o21ai_0 -> clkdlybuf4s50_1
r2r_end = UART_RX_INST_l.RX_Byte_r[0]$_DFFE_PP_
ff2ff_setup_slack_ps = 1410
worst_path_largest_cell_delay_ps = 490
worst_path_max_delay_cell = sky130_fd_sc_hd__edfxtp_1
worst-endpoint-required_ps = 3040
critPathKind = flip-flop to output port

[die]
chipArea_um2 = 6730
std_cell_rows = 28
num_io_pins = 25
floorplan.die.width_um = 82.1
fp.dieH_um = 82.1
fp.coreArea_um2 = 6060
initial_core_util_pct = 42.3

[logic_synthesis]
enable_flop_cells = 8
ff_latch_count_synth = 40
yosys-top-cells-area = sky130_fd_sc_hd__dfxtp_1, sky130_fd_sc_hd__edfxtp_1, sky130_fd_sc_hd__ha_1
postSynth.topFlopCell = sky130_fd_sc_hd__dfxtp_1
syn-instance-count = 310
syn_area_um2 = 2560
yosysMostFrequentCell = sky130_fd_sc_hd__nand2_1
ys_top_cells_by_count = sky130_fd_sc_hd__nand2_1, sky130_fd_sc_hd__nor2_1, sky130_fd_sc_hd__dfxtp_1
syn_avg_cell_area_um2 = 8.27
area_share_top_type_pct = 25.0
yosysWarningCount = 2
ys_area_um2 = 2560
synth-async-reset-ratio_pct = 0
seq_share_synth_pct = 34.4
synth_area_leader_cell = sky130_fd_sc_hd__dfxtp_1
netlist-cell-type-count = 56
synth_stat.cells = 310

[finish]
post-route-util_pct = 48.3
post_route_cells_drive_above_1_share_pct = 6.69
synthToLayoutAreaGrowth_pct = 14.3
post_layout_nonfiller_instances = 404

[final_timing]
max_freq_ghz = 0.332
timing.max_slew.rel_slack_pct = 53.5
timing.setup.tns_ps = 0
final_hold_violation_count = 0
timing.final.crit_period_ps = 3010
setup_slack_ps = 787
timing.final.setup_violations = 0
timing_worst_slew_pin_value_ps = 695
rsz_0062_raised_after_global_routing = false
fin_crit_sh_pct = 79.3
skew_ps = 6.63
final-max-slew-violation-count = 0

[detailed_routing]
via_per_inst = 5.28
drt-total-wl_um = 4780
initialDrtViolationCount = 62
ant_nets = 0
routedWlPerCell_um = 11.8
via_count = 2135
drt_pass1_iterations = 4
diodes = 0
drc = 0

[run]
drv_cap = 0
warnings = 38

[clock_tree]
post-cts-setup-buffer-count = 0
hold_buffers = 0
postCtsResizedCells = 0
cts.path.max_buffers = 2
cts_tree = built
numCtsBuffers = 5
clock_tree_root = sky130_fd_sc_hd__clkbuf_8
clk_pin_slew_ps = 70
h-tree-depth = 2
cts_sinks = 40
clock.latency.late_pin_ps = 290

[global_routing]
grt_antenna_before_repair = 0
overall_fraction_of_global_route_tracks_in_use_pct = 15.7
grt_first_pass_wirelength_um = 8170
grt_pass1_vias = 1805
global_route.overflow_total = 0
largest_net_degree_at_the_start_of_global_routing = 17

[worst_hold_path]
start_point_of_the_worst_min_delay_path = UART_RX_INST_l.RX_DV_r$_SDFFE_PP0P_
whs_path_depth = 2
worst_hold_path_type = flip-flop to flip-flop
holdPathEnd = UART_RX_INST_l.RX_DV_r$_SDFFE_PP0P_

[placement]
last_weighted_congestion_value_of_the_routability_driven_placer = 0.827
hpwl_um = 3400
place_ws_ps = 1110
placed_cells_incl_taps = 396
buffer_ports.inserted = 24

[power_and_ir_drop]
power.share.clock_pct = 27.5
power.net_switching_w = 0.000292
seqPwrFrac_pct = 56.5
internal-power_w = 0.000695
leakage_nw = 1.15
vdd.ir_drop.worst_uv = 254
overall_power_w = 0.000987
power_density_nw_per_um2 = 337
power.share.switching_pct = 29.6
combPwrFrac_pct = 16.1

[outcome]
result_of_the_run = finished clean
## routing by layer
metal	vias to the layer above	GRT usage, %	wire [um]
li1	1139	-	-
met1	959	22.7	2460
met2	32	25.6	2100
met3	5	2.82	158
met4	0	1.75	59
met5	-	0	0
## final cells by class
cell class / count / area [um^2]
multi-input combinational: 241 / 1570
clock buffer: 7 / 76.3
clock inverter: 1 / 3.75
inverter: 14 / 52.6
tap: 75 / 93.8
fill: 575 / 3130
sequential: 40 / 881
timing repair buffer: 26 / 255
## flip-flops by register name, indices dropped and copies added, names as in the netlist
register and flops:
UART_RX_INST_l.Clock_Count_r 10, UART_RX_INST_l.RX_DV_r 1, UART_RX_INST_l.RX_Byte_r 8, UART_RX_INST_l.Bit_Index_r 3, UART_RX_INST_l.timeout 1, UART_RX_INST_l.state_r 3
UART_RX_INST_l.timeout_counter 14
## power by group through the flow
stage	sequential [W]	clock [W]	combinational (W)
final	0.000557	0.000271	0.000159
after global routing	0.000572	0.000299	0.000185
after CTS	0.000556	0.000282	0.000159
## per-stage QoR
step	hold slack, ps	cell area [um^2]
5_1_grt	530	2930
2_1_floorplan	450	2560
4_1_cts	495	2930
3_3_place_gp	474	2850
3_5_place_dp	484	2850
6_report	495	2930
## cells in the final DEF (no fill, tap or decap), types with 3 or more instances in the layout
| master | synthesis | layout |
|---|---|---|
| sky130_fd_sc_hd__a21oi_1 | 11 | 11 |
| sky130_fd_sc_hd__a22oi_1 | 3 | 3 |
| sky130_fd_sc_hd__a31oi_1 | 8 | 8 |
| sky130_fd_sc_hd__a32o_1 | 3 | 3 |
| sky130_fd_sc_hd__and2_1 | 3 | 3 |
| sky130_fd_sc_hd__and3_1 | 3 | 3 |
| sky130_fd_sc_hd__clkbuf_8 | 0 | 5 |
| sky130_fd_sc_hd__clkdlybuf4s50_1 | 0 | 24 |
| sky130_fd_sc_hd__dfxtp_1 | 32 | 32 |
| sky130_fd_sc_hd__edfxtp_1 | 8 | 8 |
| sky130_fd_sc_hd__ha_1 | 18 | 18 |
| sky130_fd_sc_hd__inv_1 | 14 | 14 |
| sky130_fd_sc_hd__mux2_2 | 4 | 4 |
| sky130_fd_sc_hd__mux2i_1 | 5 | 5 |
| sky130_fd_sc_hd__nand2_1 | 38 | 38 |
| sky130_fd_sc_hd__nand3_1 | 15 | 15 |
| sky130_fd_sc_hd__nand3b_1 | 5 | 5 |
| sky130_fd_sc_hd__nand4_1 | 3 | 3 |
| sky130_fd_sc_hd__nor2_1 | 36 | 36 |
| sky130_fd_sc_hd__nor2b_1 | 5 | 5 |
| sky130_fd_sc_hd__nor3_1 | 7 | 7 |
| sky130_fd_sc_hd__o2111ai_1 | 3 | 3 |
| sky130_fd_sc_hd__o21a_1 | 3 | 3 |
| sky130_fd_sc_hd__o21ai_0 | 21 | 21 |
| sky130_fd_sc_hd__xor2_1 | 10 | 10 |
## worst max-delay path by stage
stage                                    startpoint  slack, ps      end
CTS           UART_RX_INST_l.RX_Byte_r[5]$_DFFE_PP_        780  SSG2[0]
global route  UART_RX_INST_l.RX_Byte_r[5]$_DFFE_PP_        680  SSG2[0]
finish        UART_RX_INST_l.RX_Byte_r[5]$_DFFE_PP_        790  SSG2[0]
## critical path: cells and delay by family (launching register included)
kind	cells	cell delay, ps
AND-OR/OR-AND	1	80
adder cells (fa/ha/maj)	1	230
buffers and inverters	2	640
flip-flops	1	490
AND/OR/NAND/NOR	2	520
## logic make-up after synthesis
family / after synthesis / share of synthesized area, %
xor gates and xnor gates: 12 / 4.10
and+or+nand+nor: 133 / 25.6
DFF: 40 / 34.4
AOI/OAI and AO/OA: 68 / 18.1
buffers and inverters: 29 / 4.49
muxes: 10 / 4.59
adders and majority gates: 18 / 8.78
Power is estimated from default activity; no workload was simulated.
